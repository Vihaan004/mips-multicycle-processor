File: run.sh
#!/bin/bash
# OpenROAD 26Q1-2900-gdf79404cd8, Yosys 0.63+post, stock flow scripts
make -C /OpenROAD-flow-scripts/flow DESIGN_CONFIG=/design/flow/config.mk WORK_HOME=/design/flow/orfs finish
File: config.mk
export PLATFORM = sky130hd
export DESIGN_NAME = complexDivider
export DESIGN_NICKNAME = complexDivider
export VERILOG_FILES = /design/flow/design.v
export SDC_FILE = /design/flow/constraint.sdc
export NUM_CORES = 4
export LEC_CHECK = 1
export CORE_AREA = 10 10 105 105
export DIE_AREA = 0 0 115 115
File: constraint.sdc
current_design complexDivider

set clk_period 3.7
set clk_io_pct 0.2

create_clock -name clk0 -period $clk_period [get_ports {clk100Mhz}]

set non_clock_inputs [all_inputs -no_clocks]
set_input_delay [expr $clk_period * $clk_io_pct] -clock clk0 $non_clock_inputs
set_output_delay [expr $clk_period * $clk_io_pct] -clock clk0 [all_outputs]
File: design.v
module complexDivider(clk100Mhz, slowClk, clr);
  input clk100Mhz;  
  input clr;  
  output reg slowClk;  
  reg[27:0] counter;
  always @ (posedge clk100Mhz or negedge clr)
  begin
    if(~clr) begin
	  counter <= 0;
      slowClk <= 0;
	end
    else if(counter == 500000) begin  
      counter <= 1;
      slowClk <= ~slowClk;
    end
    else begin
      counter <= counter + 1;
    end
  end
endmodule
==> out/metrics.csv <==
stage,metric,value,unit
cts,number of clock buffers inserted by TritonCTS,5,
final_layout,Fill cells,953,
synthesis,ys cells,134,
power,clock power share,44.4,%
final_layout,growth of design area from synthesis to finish,14.79,%
global_route,number of global-route vias before repair,961,
power,combinational fraction of design power,1.3,%
setup_path,endpoint required time on the critical path,3850,ps
place,dpl cells,242,
place,DP Wirelength,1854,µm
final_timing,transition at the pin with the smallest max-transition slack,367.3,ps
synthesis,synthesized area divided by synthesized cell count,11.36,µm²
final_layout,fraction of layout cells with a size suffix above 1,16.31,%
routing,total via count in the routed design,1008,
routing,wire length reported by the detailed router,2757,µm
run_status,run status,finished clean,
final_layout,area taken by multi-input logic gates,762.0,µm²
power,switching share of power,20.21,%
routing,ANT nets after route,0,
power,leakage power total,0.7266,nW
die,total die area,13230,µm²
power,sequential group share of total power,54.3,%
synthesis,Main synth FF type,sky130_fd_sc_hd__dfrtp_1,
setup_path,crit-path max FO,9,
final_timing,Fin Clk Skew,3.324,ps
power,internal power,0.0004660,W
global_route,first-pass GRT wire length,4892,µm
flow_run,count of warning messages emitted by the tools,26,
final_timing,setup tns final,0,ps
power,total net switching power,0.0001181,W
cts,number of sinks driven by the clock tree,29,
cts,clock slew at reported path FFs,60,ps
cts,maximum clock insertion buffer count,2,
place,Placer Congestion,0.8654,
cts,clock tree from TritonCTS,done,
cts,hold-fix buffer count after cts,0,
cts,worst-skew pair later-pin latency,280,ps
setup_path,crit start category,flip-flop,
die,Core Rows,34,
routing,Post-route DRC,0,
routing,Detailed Route Iter0 Violations,76,
routing,first-pass iteration count of the detailed router,4,
final_timing,setup repair after global routing missed its margin,no,
global_route,remaining global-route overflow,0,
worst_hold_path,Worst Hold Path Cells,1,
synthesis,Syn Inst Count,134,
synthesis,Async SR Flop Fraction,100.0,%
setup_path,startpoint of the worst-slack reg-to-reg timing path,counter[0],
power,total power divided by cell area,334.1,nW/µm²
global_route,pin count of the biggest net entering global routing,30,
final_layout,Util after Layout,19.95,%
setup_path,arrival time at the worst endpoint,2060,ps
synthesis,number of enable-type register cells in the synthesized netlist,0,
synthesis,"Cell Area, Synth",1523,µm²
die,Chip Height,115,µm
cts,Root Buffer,sky130_fd_sc_hd__clkbuf_8,
power,Peak VDD IR,0.2809,mV
synthesis,number of flip-flops and latches in the synthesized netlist,29,
final_timing,number of max-slew violations in the final report,0,
synthesis,synth unique cells,36,
synthesis,area reported by Yosys stat,1523,µm²
routing,Vias/cell,4.048,
setup_path,worst reg2reg path endpoint,counter[21],
die,CORE AREA,8763,µm²
routing,wire per inst,11.07,µm
worst_hold_path,Min-Delay Path Class,flip-flop to flip-flop,
final_layout,FF+latch area,725.7,µm²
synthesis,Top cell area share,47.66,%
synthesis,Main area contributors,"sky130_fd_sc_hd__dfrtp_1, sky130_fd_sc_hd__xor2_1, sky130_fd_sc_hd__xnor2_1",
place,Port Buffer Count,2,
final_timing,minimum clock period after layout,1914,ps
setup_path,FF-to-FF path depth,6,
final_timing,total count of hold-check failures in the final report,0,
worst_hold_path,startpoint of the tightest hold check path,slowClk,
cts,post-cts repair resize count,0,
die,floorplan die width,115,µm
final_timing,worst relative slew slack,75.17,%
flow_run,number of maximum-capacitance violations,0,
setup_path,category of the worst setup path capture point,flip-flop,
global_route,number of antenna violations at the first check in global routing,0,
global_route,global routing usage summed across all routing layers,4.421,%
cts,deepest level of the CTS H-tree,2,
die,count of boundary I/O pins,3,
synthesis,yosys warns,1,
setup_path,setup slack of the most critical reg-to-reg path,1790,ps
synthesis,post-synthesis cell type with the largest combined area,sky130_fd_sc_hd__dfrtp_1,
final_timing,number of endpoints failing setup at the final stage,0,
final_timing,final period utilization,51.74,%
synthesis,fraction of the yosys area taken by sequential cells,47.66,%
setup_path,CP Class,flip-flop to flip-flop,
final_layout,final cell count without fillers,249,
cts,Post-CTS Setup Inserts,0,
die,floorplan utilization,17.38,%
final_timing,maximum clock frequency,0.5223,GHz
worst_hold_path,worst hold path endpoint,slowClk,
routing,antenna diode instance count,0,
==> final cells by class <==
| cell class | count | share of cell area [%] |
|---|---|---|
| inverters | 3 | 0.6442 |
| multi-input cells | 99 | 43.59 |
| repair buffers | 3 | 1.575 |
| clock buffers | 7 | 4.939 |
| well taps | 108 | 7.731 |
| flip-flops and latches | 29 | 41.52 |
==> layout by cell type, fill, tap and decap left out, drive strengths merged <==
cell type and count:
o41ai 1, and4 3, xnor2 7, nor2 6, nand3 14, or3 4, xor2 13, nand4 6
o21ai 6, and3 5, ha 2, buf 1, dfrtp 29, nor4b 4, mux2i 3, or2 1
o32ai 1, inv 3, nand2 7, a21oi 3, o31ai 1, nor2b 1, nor4 7, nor3 4
clkdlybuf4s50 2, clkbuf 7
==> metal layers <==
metal | track usage, % | wire length (µm) | part of all wire (%) | vias to the layer above
li1 | - | - | - | 505
met1 | 6.621 | 1457 | 53 | 489
met2 | 6.306 | 1157 | 42 | 9
met3 | 1.266 | 89 | 3.2 | 5
met4 | 0.6601 | 53 | 1.9 | 0
met5 | 0 | 0 | 0 | -
==> synth_stat cells, types with 3 or more instances <==
| cell | n |
|---|---|
| sky130_fd_sc_hd__nand3_1 | 12 |
| sky130_fd_sc_hd__xor2_1 | 13 |
| sky130_fd_sc_hd__nand2_1 | 6 |
| sky130_fd_sc_hd__nor3_1 | 4 |
| sky130_fd_sc_hd__nor2_1 | 5 |
| sky130_fd_sc_hd__mux2i_1 | 3 |
| sky130_fd_sc_hd__nor4_2 | 4 |
| sky130_fd_sc_hd__o21ai_0 | 6 |
| sky130_fd_sc_hd__dfrtp_1 | 29 |
| sky130_fd_sc_hd__xnor2_1 | 7 |
| sky130_fd_sc_hd__nor4b_1 | 4 |
| sky130_fd_sc_hd__inv_1 | 3 |
| sky130_fd_sc_hd__nand4_1 | 5 |
| sky130_fd_sc_hd__or3_1 | 4 |
==> worst max-delay path, stage by stage (launching register included) <==
cell and delay, ps:
sky130_fd_sc_hd__dfrtp_1 400, sky130_fd_sc_hd__inv_1 60, sky130_fd_sc_hd__ha_1 130, sky130_fd_sc_hd__nor4b_1 320
sky130_fd_sc_hd__nand4_1 360, sky130_fd_sc_hd__nor2_4 390, sky130_fd_sc_hd__o41ai_2 120
==> sequential cells by signal, summed over array words and instances, names as in the netlist <==
| name | flops |
|---|---|
| counter | 28 |
| slowClk | 1 |
==> power by group through the flow <==
stage / sequential [W] / combinational, W / clock, W
after CTS: 0.000317 / 0.00000817 / 0.000265
final: 0.000317 / 0.00000748 / 0.000259
after global routing: 0.000317 / 0.00000904 / 0.000284
==> cell families (layout without fill, tap and decap cells) <==
kind of cell               after synthesis  in the layout  share of synthesized area [%]
xor gates and xnor gates                20             20                          11.50
buffers and inverters                    6             13                          2.301
and+or+nand+nor                         62             62                          29.58
DFF                                     29             29                          47.66
AOI/OAI and AO/OA                       12             12                          5.342
adders and majority gates                2              2                          1.643
muxes                                    3              3                          1.972
==> per-stage QoR <==
stage / area, µm² / power (W) / hold slack (ps) / worst slack [ps]
global placement: 1662 / 0.0003312 / 457.9 / 1823
global route: 1748 / 0.0006098 / 496.5 / 1694
CTS: 1748 / 0.0005900 / 475.8 / 1810
finish: 1748 / 0.0005840 / 472.1 / 1786
detailed placement: 1662 / 0.0003311 / 468.2 / 1824
floorplan: 1523 / 0.0003230 / 420.4 / 2176
==> worst max-delay path by stage <==
stage / endpoint / from
CTS: counter[21] / counter[0]
global route: counter[21] / counter[0]
finish: counter[21] / counter[0]
Power is estimated from default activity; no workload was simulated.
